$ cat ./design.v
module BubSysROM_SRAM #(parameter AW=10, parameter DW=8, parameter simhexfile="") (
    input   wire            i_MCLK,
    input   wire   [AW-1:0] i_ADDR,
    input   wire   [DW-1:0] i_DIN,
    output  reg    [DW-1:0] o_DOUT,
    input   wire            i_RD,
    input   wire            i_WR
);
reg     [DW-1:0]   RAM [0:(2**AW)-1];
always @(posedge i_MCLK) begin
    if(i_WR) RAM[i_ADDR] <= i_DIN;
    else begin
        if(i_RD) o_DOUT <= RAM[i_ADDR];
    end
end
integer i;
initial begin
    if( simhexfile != "" ) begin
        $readmemh(simhexfile, RAM);
    end
    else begin
    end
end
endmodule
$ cat ./run.sh
#!/bin/bash
# OpenROAD 26Q1-2900-gdf79404cd8, Yosys 0.63+post, stock flow scripts
make -C /OpenROAD-flow-scripts/flow DESIGN_CONFIG=/design/flow/config.mk WORK_HOME=/design/flow/orfs finish
$ cat ./config.mk
export PLATFORM = sky130hd
export DESIGN_NAME = BubSysROM_SRAM
export DESIGN_NICKNAME = BubSysROM_SRAM
export VERILOG_FILES = /design/flow/design.v
export SDC_FILE = /design/flow/constraint.sdc
export NUM_CORES = 4
export LEC_CHECK = 1
export CORE_UTILIZATION = 30
export SYNTH_MEMORY_MAX_BITS = 65536
$ cat ./constraint.sdc
current_design BubSysROM_SRAM

set clk_period 37.8
set clk_io_pct 0.2

create_clock -name clk0 -period $clk_period [get_ports {i_MCLK}]

set non_clock_inputs [all_inputs -no_clocks]
set_input_delay [expr $clk_period * $clk_io_pct] -clock clk0 $non_clock_inputs
set_output_delay [expr $clk_period * $clk_io_pct] -clock clk0 [all_outputs]
==> results_slide.txt <==
Synthesis and Place & Route Summary

Global route
  – Total grt overflow: 0
  – Initial antenna violation count: 64
  – First-pass GRT wire length: 1270 mm
  – Vias in the first global route: 170,000
  – Pin count of the biggest net entering global routing: 140
  – GRT Util Overall: 18.2%

Final timing
  – Hold_ws: 1.07 ns
  – Final number of setup-violating endpoints: 0
  – Final worst slack: 21.05 ns
  – Max Clock Skew: 0.0716 ns
  – Slew margin rel.: 6.05%
  – Setup tns final: 0 ns
  – Max Slew Vio Count: 0
  – Endpoints failing hold: 0
  – Fin crit share: about 44%
  – Max Freq: 59.7 MHz
  – Worst-Margin Slew: 1.40 ns
  – RSZ-0062 raised after global routing: false
  – Tmin final: 16.75 ns

CTS
  – Cts repair resizes: 0
  – Clk latency late pin: 1.12 ns
  – Hold buffer count at cts: 0
  – CTS HTree Levels: 6
  – Clk slew on worst S/H paths: roughly 0.060 ns
  – TritonCTS Buffers: 798
  – Clock buffer depth: 5
  – CTS sink cnt: between 8,000 and 9,000
  – CTS root buffer: clkbuf_16
  – TritonCTS clock tree: yes
  – Post-CTS Setup Bufs: 0

Setup path
  – Reg2Reg Setup Slack: roughly 33 ns
  – CP Capture Type: register
  – R2R cell count: 6
  – Critical Path AT: 17.54 ns
  – Maximum fanout along the worst path: ~54
  – Worst endpoint required time: 38.59 ns
  – Worst setup SP type: primary input
  – CP startpoint: i_ADDR[1]
  – R2R Path Start: RAM[675][0]
  – Crit Path Class: in2reg
  – Worst Setup EP: o_DOUT[3]
  – Worst R2R End: o_DOUT[0]

Min path
  – Worst hold stages: 6
  – Hold Crit Class: reg2reg

Outcome
  – Outcome: complete, no violations

Pwr
  – Leak: roughly 0.11 uW
  – Final Power: 18,300 uW
  – Maximum vdd drop: 0.0000383 V
  – Power Dens Cells: 51.1 nW/um^2

Floorplan
  – Floorplan utilization: 30.1%
  – Die W: 1.03 mm
  – Die Ht: 1.03 mm
  – Row count: 376
  – Chip area: 1,050,000 um^2
  – Num ports: 29
  – CORE AREA: 1,050,000 um^2

Placed design
  – Final HPWL DP: around 560 mm
  – Pre-CTS WS: 20.20 ns
  – IO buf count: 28
  – Final Wtd Congestion: 0.903

Synthesis
  – Yosys cell types: 62
  – Dominant Register Cell: edfxtp_1
  – Top-area cell share: 78.1%
  – #FFs+latches synth: 8,200
  – Asr flop ratio synth: 0%
  – Cell count in the Yosys report: 16,200
  – Sequential share of the synthesized area: 78.1%
  – Yosys warnings: 1
  – Synth area leader: edfxtp_1
  – Synthesized area per cell: 19.5 um^2
  – Gate Count Post-Synth: 16,200
  – Chip Area, Yosys: 315,000 um^2
  – EDFF count, synth: a little over 8,000
  – Top cells by count: edfxtp_1 (8,200), mux2i_1 (2,206), nor2_1 (1,307)
  – Netlist Area Pre-Place: 315,000 um^2
  – Largest cells by area after synthesis: edfxtp_1 (78%), mux2i_1 (7.0%), mux4_2 (6.9%)
  – Top-count cell post-synth: edfxtp_1

Cells and area
  – Comb. cell area: ~65,000 um^2
  – Layout area overhead: 13.9%
  – Fillers: 96,300
  – Fraction of layout cells with a size suffix above 1: 16.8%
  – Sequential cell area: between 200,000 and 250,000 um^2

Drt
  – Pre-Repair DR Iteration Count: 6
  – Final WL: 905 mm
  – Drt via density: between 5 and 6
  – Wire length per cell: 28.8 um
  – DRC Markers: 0
  – Antenna Nets Post-Route: 0
  – Initial DRC Count: 11,200
  – Total number of vias: 159,000

Job
  – Maxcap violations: 0
  – Tool warnings: just over 70
final cells by class:
| type | count | area share, % |
|---|---|---|
| clock inverters | 408 | 0.869 |
| clock buffers | 993 | 5.81 |
| diodes | 95 | 0.0662 |
| well taps | 14000 | 4.87 |
| multi-input cells | 6900 | 18.0 |
| repair buffers | 805 | 1.82 |
| inverters | 3 | 0.00314 |
| flip-flops and latches | 8200 | 68.6 |
cell usage in the layout, fill, tap and decap left out, types with 12 or more instances in the layout:
cell             count
edfxtp_1          8200
diode_2             95
nand2_1            171
nand4_1             73
o22ai_1            851
a22oi_1            296
nand3_1            148
clkbuf_1           188
o21ai_0            136
nor4_1             212
clkinv_2           134
a21oi_1             64
a31oi_1             21
clkdlybuf4s50_1     13
clkinv_1           195
buf_12              26
clkbuf_16          805
nand2_4             32
mux2i_1           2206
o221a_2             12
mux4_2             959
mux2_2              48
o221ai_1            45
o2111ai_1           90
nor2_1            1303
bufinv_16           43
nor3_1              53
clkinvlp_4          12
buf_4              751
a2111oi_0           41
a221oi_1            14
registers in the layout, indices dropped and copies added (netlist names):
signal  count
RAM      8192
o_DOUT      8
routing by layer:
| layer | part of all wire [%] | GRT usage [%] |
|---|---|---|
| met5 | 0.16 | 0.841 |
| met4 | 4.0 | 5.78 |
| met1 | 31 | 18.8 |
| met3 | 20 | 17.0 |
| met2 | 45 | 26.1 |
worst min path at each step:
| stage | startpoint | end | slack (ns) |
|---|---|---|---|
| 6_report | RAM[627][5] | o_DOUT[5] | 1.07 |
| 5_1_grt | RAM[624][5] | o_DOUT[5] | 1.17 |
| 4_1_cts | RAM[627][5] | o_DOUT[5] | 1.08 |
kinds of logic (layout without fill, tap and decap cells):
group / Yosys count / in the layout / synth area share [%]
compound gates: 1621 / 1621 / 3.47
other cells: 0 / 95 / 0
mux: 3213 / 3213 / 14.0
flops: 8200 / 8200 / 78.1
buf+inv: 1059 / 2209 / 1.54
simple gates: 2066 / 2066 / 2.86
critical path, cell delays in order:
cell and delay (ns):
buf_16 0.26, buf_4 0.59, buf_4 0.69, buf_4 0.64
buf_4 0.64, buf_4 0.66, buf_4 0.63, buf_4 0.75
buf_4 0.70, buf_4 0.67, buf_4 0.68, buf_4 0.69
mux4_2 0.41, a22oi_1 0.33, o2111ai_1 0.17, nand3_1 0.13
o211ai_1 0.29, or4_1 0.60
report_power, final:
part | leakage (uW) | switching, uW | internal [uW] | total (uW)
clock network | 0.0117 | 3320 | 4180 | 7500
logic | 0.0282 | 583 | 245 | 827
registers | 0.0737 | 4.22 | 10000 | 10000
metrics by stage:
step	area [um^2]	utilization, %	std cells
after floorplan	315000	-	16200
after global placement	335000	32.0	29900
after detailed placement	335000	32.0	29900
after CTS	359000	34.2	31300
after global routing	359000	34.3	31300
final	359000	34.3	31400
Power and IR drop assume default switching activity.
