==> flow/design.v <==
module BubSysROM_PROM #(parameter AW=10, parameter DW=8, parameter simhexfile="") (
    input   wire            i_MCLK,
    input   wire   [AW-1:0] i_PROG_ADDR,
    input   wire   [DW-1:0] i_PROG_DIN,
    input   wire            i_PROG_CS,
    input   wire            i_PROG_WR,
    input   wire   [AW-1:0] i_ADDR,
    output  reg    [DW-1:0] o_DOUT,
    input   wire            i_RD
);
reg     [DW-1:0]   ROM [0:(2**AW)-1];
always @(posedge i_MCLK) begin
    if(i_PROG_CS & i_PROG_WR) ROM[i_PROG_ADDR] <= i_PROG_DIN;
    else begin
        if(i_RD) o_DOUT <= ROM[i_ADDR];
    end
end
initial
begin
    if( simhexfile != "" ) begin
        $readmemh(simhexfile, ROM);
    end
end
endmodule
module BubSysROM_PROM_DC #(parameter AW=10, parameter DW=8, parameter simhexfile="") (
    input   wire            i_PROG_CLK,
    input   wire   [AW-1:0] i_PROG_ADDR,
    input   wire   [DW-1:0] i_PROG_DIN,
    input   wire            i_PROG_CS,
    input   wire            i_PROG_WR,
    input   wire            i_MCLK,
    input   wire   [AW-1:0] i_ADDR,
    output  reg    [DW-1:0] o_DOUT,
    input   wire            i_RD
);
reg     [DW-1:0]   ROM [0:(2**AW)-1];
always @(posedge i_PROG_CLK) begin
    if(i_PROG_CS && i_PROG_WR) ROM[i_PROG_ADDR] <= i_PROG_DIN;
end
always @(posedge i_MCLK) begin
    if(i_RD) o_DOUT <= ROM[i_ADDR];
end
initial
begin
    if( simhexfile != "" ) begin
        $readmemh(simhexfile, ROM);
    end
end
endmodule
==> flow/run.sh <==
#!/bin/bash
# OpenROAD 26Q1-2900-gdf79404cd8, Yosys 0.63+post, stock flow scripts
make -C /OpenROAD-flow-scripts/flow DESIGN_CONFIG=/design/flow/config.mk WORK_HOME=/design/flow/orfs finish
==> flow/config.mk <==
export PLATFORM = sky130hd
export DESIGN_NAME = BubSysROM_PROM_DC
export DESIGN_NICKNAME = BubSysROM_PROM_DC
export VERILOG_FILES = /design/flow/design.v
export SDC_FILE = /design/flow/constraint.sdc
export NUM_CORES = 4
export LEC_CHECK = 1
export CORE_UTILIZATION = 50
export SYNTH_MEMORY_MAX_BITS = 65536
==> flow/constraint.sdc <==
current_design BubSysROM_PROM_DC

set clk_period 43.8
set clk_io_pct 0.2

create_clock -name clk0 -period $clk_period [get_ports {i_MCLK}]
create_clock -name clk1 -period $clk_period [get_ports {i_PROG_CLK}]

set non_clock_inputs [all_inputs -no_clocks]
set_input_delay [expr $clk_period * $clk_io_pct] -clock clk0 $non_clock_inputs
set_output_delay [expr $clk_period * $clk_io_pct] -clock clk0 [all_outputs]
==> impl_metrics.json <==
{
  "outcome": "complete, but fails checks",
  "violations": "capacitance limit, slew limit",
  "area_delta_synth_final_pct": 12.0,
  "core_mm2": 0.633,
  "tool_warnings": 38,
  "arrival_ps": 16360,
  "dieWidth_um": 800,
  "synthMuxAreaShare_pct": 14.7,
  "wl_per_cell_um": 36.3,
  "grt_usage_pct": 32.7,
  "powerDensity_mw_per_mm2": 45.4,
  "drt-pass1-iter-count": 7,
  "grt_max_degree": 134,
  "worstMarginPinSlew_ps": 1540,
  "cts_resized": 0,
  "yosysChipArea_mm2": 0.318,
  "die_h_um": 800,
  "nFillCells": 45930,
  "clock_sinks": 8200,
  "hold_class": "flip-flop to flip-flop",
  "path_max_fanout": 67,
  "ys_ff": 8200,
  "setup_slack_ps": 27420,
  "ys.flop_type": "edfxtp_1",
  "drt-total-wl_mm": 914,
  "fp_util_pct": 50.3,
  "drt_iter0_markers": 11336,
  "cts_tree": "done",
  "pin_count": 41,
  "ys_warn_count": 1,
  "top_area_share_pct": 77.4,
  "fa_ha_area_share_pct": 0,
  "detail-route-antenna-nets": 0,
  "dpl.hpwl_mm": 578,
  "top_cells_by_count": "8,200 x edfxtp_1, 1,578 x mux4_2, 1,127 x nor2_1",
  "ys_cells": 15362,
  "vias": 157919,
  "postCtsSetupRepairBufs": 0,
  "edf_count": 8200,
  "rsz0062_at_grt": "no",
  "setup_viol": 0,
  "logic_area_mm2": 0.0670,
  "cellLeakagePower_nw": 112,
  "synthSimpleGateAreaFrac_pct": 2.54,
  "antenna_found_initial": 72,
  "overflow": 0,
  "finalSetupTns_ps": 0,
  "gp_congestion": 0.929,
  "yosys.stat.seqShare_pct": 77.4,
  "grt_pass1_wl_mm": 1290,
  "slew_viol_final": 2,
  "dieArea_mm2": 0.640,
  "grt_pass1_vias": 171047,
  "syn_inst": 15362,
  "clk_pin_slew_ps": 60,
  "logic_family": "multiplexers",
  "xor_area_share_pct": 0,
  "synthesis.area_mm2": 0.318,
  "fin_util_pct": 56.3,
  "startpoint_type": "primary input",
  "syn_avg_cell_area_um2": 20.7,
  "drive_above_1_share_pct": 22.1,
  "cts_hold_buf": 0,
  "worst-setup-path-type": "primary input to flip-flop",
  "drc": 0,
  "synth.most_common_cell": "edfxtp_1",
  "slew_headroom_pct": -2.84,
  "portBuffers": 39,
  "maxCapViolCount": 1,
  "synthArstFlopShare_pct": 0,
  "row_count": 292,
  "routed_via_density": 6.27,
  "required_ps": 43780,
  "pre_cts_slack_ps": 26940,
  "seqCellArea_mm2": 0.246,
  "top_cells_by_area": "edfxtp_1 77%, mux4_2 11%, mux2i_1 3.2%, nor2_1 1.3%, o221ai_1 0.74%",
  "cp-end-kind": "flip-flop",
  "synth-compound-area-share_pct": 3.52,
  "top_area_cell": "edfxtp_1",
  "ys_types": 73,
  "timing.final.hold_violations": 0,
  "ir_worst_vdd_mv": 0.0524
}
[per-stage QoR]
stage               total power [mW]  instance area [um2]  instances  hold WS [ps]
floorplan                       9.20               318000      15362           879
global placement                9.60               330000      23571          1230
detailed placement              9.60               330000      23573          1160
CTS                             16.3               356000      25083          2150
global route                    16.6               356000      25119          2170
finish                          16.2               356000      25189          2110
[cell families (layout without fill, tap and decap cells)]
family,count (synthesis),after routing
flip-flops,8200,8200
multiplexers,2675,2675
AND/OR/NAND/NOR,1903,1903
AND-OR/OR-AND,1561,1561
buffers and inverters,1023,2366
other,0,105
[sequential cells by signal (all words and copies together), names as in the netlist]
register,cells
ROM,8192
o_DOUT,8
[report_power, final]
group,switching (mW),internal (mW)
logic,0.550,0.248
clock network,2.95,3.81
registers,0.00271,8.64
[critical path, stage by stage]
cell,delay (ps)
buf_16,320
buf_4,510
buf_4,610
buf_4,630
buf_4,660
buf_4,590
buf_4,600
buf_4,660
buf_4,640
mux4_2,600
or3_1,320
o31ai_1,90
or3_1,160
nor3_1,60
buf_4,150
a41oi_1,410
o211ai_1,160
[layer usage]
layer | routed length [um] | global-route usage (%) | vias up | share of wire (%)
li1 | - | - | 65792 | -
met1 | 279000 | 42.0 | 80680 | 31
met2 | 414000 | 43.9 | 9663 | 45
met3 | 182000 | 27.5 | 1660 | 20
met4 | 38100 | 10.4 | 124 | 4.2
met5 | 1610 | 1.74 | - | 0.18
[area by class of cell]
cell class | count | share of cell area, %
inverter | 7 | 0.0144
antenna | 105 | 0.0737
clock buffer | 1027 | 6.02
timing repair buffer | 849 | 1.89
sequential | 8200 | 69.1
multi-input combinational | 6139 | 18.8
clock inverter | 483 | 1.20
tap | 8379 | 2.94
[cells in the final DEF, fill, tap and decap left out, drive strengths merged, types with 105 or more instances in the layout]
| cell type | n |
|---|---|
| clkinv | 384 |
| o21ai | 140 |
| o221ai | 270 |
| nand2 | 303 |
| buf | 825 |
| clkbuf | 1028 |
| diode | 105 |
| edfxtp | 8200 |
| o22ai | 205 |
| mux2i | 1018 |
| nor2 | 1127 |
| mux4 | 1599 |
| a21oi | 245 |
| nor3 | 149 |
| a22oi | 292 |
[final timing paths]
check | from | depth (start not counted) | slack (ps) | end
setup reg to reg | ROM[575][6] | 10 | 38730 | o_DOUT[6]
min in group clk1 | i_PROG_DIN[5] | 1 | 8040 | ROM[944][5]
max in group clk1 | i_PROG_ADDR[2] | 8 | 31520 | ROM[392][4]
hold / removal | ROM[711][6] | 5 | 2110 | o_DOUT[6]
setup / recovery | i_ADDR[0] | 17 | 27420 | o_DOUT[1]
hold reg to reg | ROM[711][6] | 5 | 2110 | o_DOUT[6]
Power is estimated from default activity; no workload was simulated.
